$ cat design/flow/design.v
module fifo
	#(
		parameter DEPTH=8,
		parameter BITS=64
	)
	(
		input clk,rst_n,en,
		input [BITS-1:0] d,
		output [BITS-1:0] q
	);
	integer i;
	logic [BITS-1:0] queue[DEPTH-1:0];
	always @(posedge clk,negedge rst_n) begin
		if(!rst_n) begin
			for(i=0; i<DEPTH; i=i+1) begin
				queue[i] <= 0;
			end
		end
		else if(en) begin
			for(i=0; i<DEPTH-1; i=i+1) begin
				queue[i] <= queue[i+1];
			end
			queue[DEPTH-1] <= d;
		end
	end
	assign q = queue[0];
endmodule  
$ cat design/flow/run.sh
#!/bin/bash
# OpenROAD 26Q1-2900-gdf79404cd8, Yosys 0.63+post, stock flow scripts
make -C /OpenROAD-flow-scripts/flow DESIGN_CONFIG=/design/flow/config.mk WORK_HOME=/design/flow/orfs finish
$ cat design/flow/config.mk
export PLATFORM = sky130hd
export DESIGN_NAME = fifo
export DESIGN_NICKNAME = fifo
export VERILOG_FILES = /design/flow/design.v
export SDC_FILE = /design/flow/constraint.sdc
export NUM_CORES = 4
export LEC_CHECK = 1
export CORE_UTILIZATION = 50
$ cat design/flow/constraint.sdc
current_design fifo

set clk_period 1.5
set clk_io_pct 0.2

create_clock -name clk0 -period $clk_period [get_ports {clk}]

set non_clock_inputs [all_inputs -no_clocks]
set_input_delay [expr $clk_period * $clk_io_pct] -clock clk0 $non_clock_inputs
set_output_delay [expr $clk_period * $clk_io_pct] -clock clk0 [all_outputs]
==> flow_summary.ini <==
; synthesis and place-and-route metrics
[worst_setup_path]
slowest_delay_ns = 0.40
crit_path_start = queue[0][48]$_DFFE_PN0P_
crit_fanout = 2
crit_required_ns = 1.20
cp-end-kind = output port
critPathTopFamily = flip-flops
crit_slowest_cell = dfrtp_1
cp-start-kind = flop
timing.rr.start = queue[0][48]$_DFFE_PN0P_
cp.buffers_inverters = 1
arrival_ns = 1.14
path_class = reg2out
crit_chain = clkdlybuf4s15_1

[final_layout]
utilization_pct = 60.9
largest_reg_flops = 512
largest-register = queue
syn_to_final_growth_pct = 19.6
layout.cells.non_filler = 1822
final_area_sq_mm = 0.0230
drive_gt1_share_pct = 51.1
top_regs = queue (512)

[yosys]
yosysChipArea_sq_mm = 0.0192
top_area_cell = dfrtp_1
synth.avg_cell_area_sq_um = 17.8
area_leaders = dfrtp_1, mux2_2, buf_6
synth.top_cell.area_share_pct = 66.7
syn_area_sq_mm = 0.0192
syn-instance-count = 1081
ys.flops = 512
synth_seq_share_pct = 66.7
yosys.cell_types.count = 5
yosysWarnings = 2
ys_cells = 1081

[final_timing]
slew_violations = 0
fin_crit_ns = 1.44
period_used_pct = 96.1
rsz0062_at_grt = false
hold_violations = 0
finalSetupTns_ns = 0
skew_ns = 0.00946
setup_viol = 0
slew_headroom_pct = 77.9
worstMarginPinSlew_ns = 0.332
fmax_ghz = 0.694

[global_routing]
antenna_found_initial = 0
grt_max_degree = 63
grt_usage_pct = 15.9
grt_pass1_vias = 9138
grt_pass1_wl_um = 47900
overflow = 0

[route]
wire_per_inst_um = 15.0
drc = 0
drtIter0Drc = 263
diodes = 0
wl_um = 27400
vias_per_cell = 4.94
ant_nets = 0
first_pass_iters = 4
vias = 8997

[floorplanning]
die_y_um = 198
chip_area_sq_mm = 0.0392
rows = 71
core_sq_mm = 0.0378
io_pins = 131
die_w_um = 198
fp_util_pct = 50.9

[clock_network]
insertion_delay_ns = 0.57
cts.sinks = 512
cts_buffer_depth = 3
cts_tree = built
cts-root-buf = clkbuf_16
h-tree-depth = 2
path_clk_slew_ns = 0.05
cts_made_buffers = 53

[worst_hold_path]
min_path_type = in2reg
hp-start = en

[place]
placed_area_sq_mm = 0.0212
post-place-cells = 1708
hpwl_um = 16700
gp_congestion = 0.730
port_buffers = 130

[power]
finalPower_mw = 37.7
power-per-cell-area_mw_per_mm2 = 1640
power.leakage_nw = 9.94
ir_drop_mv = 1.06

[run]
maxCapViolations = 0
warnings = 25

[run_status]
status = finished clean
[final cells by class]
type                       count  area, sq um
clock buffer                  88         1640
clock inverter                 7         85.1
fill                        2766        14800
multi-input combinational    512         5770
sequential                   512        12800
tap                          511          639
timing repair buffer         192         2060
[logic make-up (layout without fill, tap and decap cells)]
kind of cell	count (synthesis)	in the layout	synth area share [%]
buf+inv	57	287	3.35
mux	512	512	30.0
flops	512	512	66.7
[stage by stage]
stage	setup slack [ns]	hold slack, ns
global route	0.000515	0.0366
global placement	0.160	0.250
detailed placement	0.150	0.255
CTS	0.000707	0.0185
floorplan	0.327	0.00441
finish	0.0584	0.0612
[Yosys cell counts]
library cell and number:
clkbuf_8 8, buf_2 3, buf_6 46, dfrtp_1 512, mux2_2 512
[repair_timing]
item | CTS | global route
buffers inserted | 14 | 1
pin swaps | 0 | 0
resized | 152 | 5
endpoints found under the hold margin | 95 | 0
hold buffers | 4 | 0
setup endpoints to repair | 64 | 6
[metal layers]
layer	vias up	part of all wire [%]	wire length, um	track usage (%)
met5	-	0	0	0
met4	0	3.0	831	4.05
met3	66	4.2	1160	2.92
met2	107	45	12200	22.1
met1	4582	48	13200	28.1
li1	4242	-	-	-
[final timing paths]
check	endpoint	slack, ns	depth (start not counted)
min	queue[7][0]$_DFFE_PN0P_	0.06	2
max in group asynchronous	queue[0][62]$_DFFE_PN0P_	0.73	4
max	q[48]	0.06	1
min in group asynchronous	queue[2][29]$_DFFE_PN0P_	0.48	4
min reg2reg	queue[1][15]$_DFFE_PN0P_	0.50	1
max reg2reg	queue[0][48]$_DFFE_PN0P_	0.60	2
[placed cells by master (no fill, tap or decap)]
master,Yosys,routed
mux2_2,512,512
dfrtp_1,512,512
clkdlybuf4s50_1,0,64
clkbuf_16,0,53
clkdlybuf4s15_1,0,47
buf_4,0,32
buf_12,0,29
clkbuf_8,8,18
clkbuf_1,0,17
buf_2,3,13
clkinv_2,0,5
clkbuf_2,0,4
bufinv_16,0,2
buf_8,0,2
dlygate4sd3_1,0,1
[power by group]
part           switching (mW)  internal [mW]  total, mW
Clock                    5.01           7.71       12.7
Combinational            1.61           4.12       5.73
Sequential               1.73           17.5       19.2
Total                    8.34           29.3       37.7
Power and IR drop assume default switching activity.
